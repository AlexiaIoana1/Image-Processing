==> ./design.v <==
`timescale 1ns / 1ps
module process(
			input clk,  
			input [23:0] in_pix,  
			output reg[5:0] row, col,  
			output reg out_we,  
			output reg[23:0] out_pix,  
			output reg mirror_done,  
			output reg gray_done,  
			output reg filter_done  
); 
			reg [4:0] stare_curenta = 0, stare_viitoare;
			reg [5:0] i = 0, j = 0;  
			always @(posedge clk) begin  
				stare_curenta <= stare_viitoare;
				row <= i;
				col <= j;
			end
			reg [7:0] min_gray = 0, max_gray = 0;  
			reg [23:0] line_1 [0:63];  
			reg [23:0] line_2 [0:63];  
			reg [23:0] line_3 [0:63];  
			reg [23:0] line_4 [0:63];  
			reg [23:0] line_5 [0:63];  
			reg [23:0] line_6 [0:63];  
			reg [15:0] current, mid, ss, ms, ds, sm, dm, sj, mj, dj;  
			always @(*) begin  
							out_we = 0;
							out_pix = 0;
							mirror_done = 0;
							gray_done = 0;
							filter_done = 0;
				case(stare_curenta)
						0: begin
								i = 0;
								j = 0;
								stare_viitoare = 1;
						end
						1: begin
								line_1[row] = in_pix;  
								i = (row == 63) ? 63 : row+1;
								stare_viitoare = (row == 63) ? 2 : 1;
						end
						2: begin
								out_pix = line_1[63 - row];  
								out_we = 1;
								i = row - 1;  
								stare_viitoare = (row == 0) ? 3 : 2;
						end
						3: begin  
								j = col + 1;
								i = 0;
								stare_viitoare = (col == 63) ? 4 : 1;
						end
						4: begin
								mirror_done = 1;
								stare_viitoare = 5;
						end
						5: begin
								i = 0;  
								j = 0;
								stare_viitoare = 6;
						end
						6: begin
								if (in_pix[23:16] > in_pix[15:8]) begin  
								max_gray = (in_pix[23:16] > in_pix[7:0]) ? in_pix[23:16] : in_pix[7:0];
								end else begin  
								max_gray = (in_pix[15:8] > in_pix[7:0]) ? in_pix[15:8] : in_pix[7:0];
								end
								if (in_pix[23:16] < in_pix[15:8]) begin  
								min_gray = (in_pix[23:16] < in_pix[7:0]) ? in_pix[23:16] : in_pix[7:0];
								end else begin  
								min_gray = (in_pix[15:8] < in_pix[7:0]) ? in_pix[15:8] : in_pix[7:0];
								end
								out_pix[15:8] = (max_gray + min_gray) / 2;  
								out_pix[23:16] = 0;  
								out_pix[7:0] = 0;
								out_we = 1;
								stare_viitoare = 7;
						end
						7: begin
								j = col + 1;
								if (col == 63) begin
								i = row + 1;
								j = 0;
								end
								stare_viitoare = (row == 63 && col == 63) ? 8 : 6;
						end
						8: begin
								gray_done = 1;
								stare_viitoare = 9;
						end
						9: begin
								i = 0;
								j = 0;
								row = 0;
								col = 0;
								stare_viitoare = 10;
					  end
					10: begin
								if (row == 0) line_1[col] = in_pix;
								if (row == 1) line_2[col] = in_pix;
								if (row == 2) line_3[col] = in_pix;
								if (col == 63) begin
								i = (row == 2) ? 0 : row + 1;  
								end
								j = (col == 63) ? 0 : col + 1;
								stare_viitoare = (col == 63 && row == 2) ? 11 : 10;
						end
					11: begin  
								ss = 0;
								ms = 0;
								ds = 0;
								sm = (col > 0) ? line_1[col-1][15:8] : 0;
								mid = line_1[col][15:8];
								dm = (col < 63) ? line_1[col+1][15:8] : 0;
								sj = (col > 0) ? line_2[col-1][15:8] : 0;
								mj = line_2[col][15:8];
								dj = (col < 63) ? line_2[col+1][15:8] : 0;
								current = 9 * mid - ss - ms - ds - sm - dm - sj - mj - dj;
								stare_viitoare = 12;
						end
						12: begin
								row = i;
								col = j;
								out_pix[23:16] = 0;
								out_pix[7:0] = 0;
								if (current > 255) begin
												out_pix[15:8] = 255;
											end else begin
								out_pix[15:8] = current[7:0];
											end
								out_we = 1;
								if (col == 63) i = 1;
								j = (col==63) ? 0 : col + 1;
								stare_viitoare = (j == 63) ? 16 : 11;
						end
						13: begin
								line_4[col] = in_pix;
								if (col == 63) begin  
								stare_viitoare = 14;
								end else begin
								j = col + 1;
								stare_viitoare = 13;
								end
						end
						16: begin
								ss = (col > 0) ? line_1[col-1][15:8] : 0;
								ms = line_1[col][15:8];
								ds = (col < 63) ? line_1[col+1][15:8] : 0;
								sm = (col > 0) ? line_2[col-1][15:8] : 0;
								mid = line_2[col][15:8];
								dm = (col < 63) ? line_2[col+1][15:8] : 0;
								sj = (col > 0) ? line_3[col-1][15:8] : 0;
								mj = line_3[col][15:8];
								dj = (col < 63) ? line_3[col+1][15:8] : 0;
								current = 9 * mid - ss - ms - ds - sm - dm - sj - mj - dj;
								stare_viitoare = 17;
						end
						17: begin
								row = i;
								col = j;
								out_pix[23:16] = 0;
								out_pix[7:0] = 0;
								if (current > 255) begin
												out_pix[15:8] = 255;
											end else begin
								out_pix[15:8] = current[7:0];
											end
								out_we = 1;
								if (col == 63) begin
								j = 0;
								i = (row == 63) ? 63 : row + 2;  
								end else j = col + 1;
								if (row == 63 && col == 63) begin
								stare_viitoare = 18;
								end else begin
								stare_viitoare = (col == 63) ? 13 : 16;
								end
						end
						14: begin  
								for (min_gray = 0; min_gray <= 63; min_gray = min_gray + 1) begin  
								line_6[min_gray] = line_2[min_gray];
								line_5[min_gray] = line_3[min_gray];
								end
								stare_viitoare = 15;
						end
						15: begin  
								for (min_gray = 0; min_gray <= 63; min_gray = min_gray + 1) begin  
								line_1[min_gray] = line_6[min_gray];
								line_2[min_gray] = line_5[min_gray];
								line_3[min_gray] = line_4[min_gray];
								end
								i = row-1;  
								j = 0;
								stare_viitoare = 16;
						end  
						18: begin
								ss = (col > 0) ? line_2[col-1][15:8] : 0;
								ms = line_2[col][15:8];
								ds = (col < 63) ? line_2[col+1][15:8] : 0;
								sm = (col > 0) ? line_3[col-1][15:8] : 0;
								mid = line_3[col][15:8] ;
								dm = (col < 63) ? line_3[col+1][15:8] : 0;
								sj = 0;
								mj = 0;
								dj = 0;
								current = 9 * mid - ss - ms - ds - sm - dm - sj - mj - dj;
								stare_viitoare = 19;
						end
						19: begin
								row = i;
								col = j;
								out_pix[23:16] = 0;
								out_pix[7:0] = 0;
								if (current > 255) begin
												out_pix[15:8] = 255;
											end else begin
								out_pix[15:8] = current[7:0];
											end
								out_we = 1;
								j = col + 1;
								stare_viitoare = (col == 63) ? 20 : 18;
						end
						20: begin
								filter_done = 1;
								stare_viitoare = 0;
						end
				endcase
		end
endmodule
==> ./run.sh <==
#!/bin/bash
# OpenROAD 26Q1-2900-gdf79404cd8, Yosys 0.63+post, stock flow scripts
make -C /OpenROAD-flow-scripts/flow DESIGN_CONFIG=/design/flow/config.mk WORK_HOME=/design/flow/orfs finish
==> ./config.mk <==
export PLATFORM = sky130hd
export DESIGN_NAME = process
export DESIGN_NICKNAME = process
export VERILOG_FILES = /design/flow/design.v
export SDC_FILE = /design/flow/constraint.sdc
export NUM_CORES = 4
export LEC_CHECK = 1
export CORE_UTILIZATION = 30
==> ./constraint.sdc <==
current_design process

set clk_period 9.4
set clk_io_pct 0.2

create_clock -name clk0 -period $clk_period [get_ports {clk}]

set non_clock_inputs [all_inputs -no_clocks]
set_input_delay [expr $clk_period * $clk_io_pct] -clock clk0 $non_clock_inputs
set_output_delay [expr $clk_period * $clk_io_pct] -clock clk0 [all_outputs]
==> flow_summary.yaml <==
# yosys + openroad results
outcome:
  outcome: "did not finish"
  failed_stage: "synthesis"
  error: "ERROR: Found 12 problems in 'check -assert'."
synthesis:
  synth_cell_types: 112
  yosysCellCount: 26810
  synth-main-ff-cell: "dlxtn_1"
  ys_area_mm2: 0.2272
  ys_warn_count: 7
  synth_flops: 9278
  async_flop_share: 0
  synth-edff-count: 0
[cells in the mapped netlist, types with 33 or more instances]
library cell,n,area share
buf_1,98,0.0016
nand2b_1,37,0.0010
fa_1,115,0.010
nand3_1,451,0.0099
xnor2_1,46,0.0018
nand4_1,381,0.010
and2_1,52,0.0014
a21o_1,47,0.0016
clkbuf_1,1568,0.026
a221oi_1,415,0.016
nor2b_1,39,0.0011
ha_1,170,0.0094
nor3_1,117,0.0026
a22oi_1,1876,0.062
buf_2,44,0.00097
and3_1,39,0.0011
a31oi_1,49,0.0013
a22o_1,398,0.015
nand2_1,9782,0.16
dlxtp_1,3072,0.20
a222oi_1,171,0.0075
nor2_1,306,0.0051
xor2_1,33,0.0013
or4_1,43,0.0014
o21ai_0,194,0.0043
dlxtn_1,6189,0.41
inv_1,207,0.0034
or3_1,54,0.0015
a21oi_1,121,0.0027
nor4_1,129,0.0036
[logic make-up after synthesis]
kind of cell               after synthesis  synth area share
buffers and inverters                 1941           0.03293
and+or+nand+nor                      11570            0.2060
latches                               9261            0.6117
AOI/OAI and AO/OA                     3636            0.1242
DFF                                     17          0.001498
xor gates and xnor gates                80          0.003117
muxes                                   18         0.0008149
adders and majority gates              285           0.01949
